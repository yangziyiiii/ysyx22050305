==> /design/flow/design.v <==
module EXEU #(WIDTH = 64)(
  input wire rst,
  input wire inst_32bit,
  input wire [16: 0]alu_op,
  input wire [WIDTH-1:0]op1,
  input wire [WIDTH-1:0]op2,
  output wire [WIDTH-1:0]exe_result
);
  alu #(WIDTH) alu(inst_32bit, alu_op, op1, op2, exe_result);
endmodule
module alu #(WIDTH = 64)(
  input  wire        inst_32bit,
  input  wire [16:0] alu_op,
  input  wire [WIDTH-1:0] alu_src1,
  input  wire [WIDTH-1:0] alu_src2,
  output wire [WIDTH-1:0] alu_result
);
wire op_add;    
wire op_sub;    
wire op_slt;    
wire op_sltu;   
wire op_and;    
wire op_nor;    
wire op_or;     
wire op_xor;    
wire op_sll;    
wire op_srl;    
wire op_sra;    
wire op_lui;    
wire op_mul;   
wire op_div;   
wire op_divu;   
wire op_rem;   
wire op_remu;   
assign op_add  = alu_op[ 0];
assign op_sub  = alu_op[ 1];
assign op_slt  = alu_op[ 2];
assign op_sltu = alu_op[ 3];
assign op_and  = alu_op[ 4];
assign op_nor  = alu_op[ 5];
assign op_or   = alu_op[ 6];
assign op_xor  = alu_op[ 7];
assign op_sll  = alu_op[ 8];
assign op_srl  = alu_op[ 9];
assign op_sra  = alu_op[10];
assign op_lui  = alu_op[11];
assign op_mul  = alu_op[12];
assign op_div  = alu_op[13];
assign op_divu = alu_op[14];
assign op_rem  = alu_op[15];
assign op_remu = alu_op[16];
wire [WIDTH-1:0] add_sub_result;
wire [WIDTH-1:0] slt_result;
wire [WIDTH-1:0] sltu_result;
wire [WIDTH-1:0] and_result;
wire [WIDTH-1:0] nor_result;
wire [WIDTH-1:0] or_result;
wire [WIDTH-1:0] xor_result;
wire [WIDTH-1:0] lui_result;
wire [WIDTH-1:0] sll_result;
wire [WIDTH*2-1:0] sr_extend;
wire [WIDTH-1:0] sr_result;
wire [WIDTH-1:0] mul_result;
wire [WIDTH-1:0] div_result;
wire [WIDTH-1:0] divu_result;
wire [WIDTH-1:0] rem_result;
wire [WIDTH-1:0] remu_result;
wire [WIDTH-1:0] adder_a;
wire [WIDTH-1:0] adder_b;
wire [WIDTH-1:0] adder_cin;  
wire [WIDTH-1:0] adder_result;
wire             adder_cout;
assign adder_a   = alu_src1;
assign adder_b   = (op_sub | op_slt | op_sltu) ? ~alu_src2 : alu_src2;   
assign adder_cin = (op_sub | op_slt | op_sltu) ? 1 : 0;
assign {adder_cout, adder_result} = adder_a + adder_b + adder_cin;
assign add_sub_result = adder_result;
assign slt_result[WIDTH-1:1] = 0;    
assign slt_result[0]    = (alu_src1[WIDTH-1] & !alu_src2[WIDTH-1])
                        | ((alu_src1[WIDTH-1] ~^ alu_src2[WIDTH-1]) & adder_result[WIDTH-1]);
assign sltu_result[WIDTH-1:1] = 0;
assign sltu_result[0]    = ~adder_cout;
assign and_result = alu_src1 & alu_src2;
assign or_result  = alu_src1 | alu_src2;
assign nor_result = ~or_result;
assign xor_result = alu_src1 ^ alu_src2;
assign lui_result = alu_src2;
assign sll_result = alu_src1 << alu_src2[$clog2(WIDTH)-1:0]; 
assign sr_extend  = inst_32bit? {{96{op_sra & alu_src1[31]}}, alu_src1[31:0]} >> alu_src2[4:0] :
                                {{64{op_sra & alu_src1[63]}}, alu_src1[63:0]} >> alu_src2[5:0] ;
assign sr_result  = sr_extend[WIDTH-1:0]; 
assign mul_result = alu_src1 * alu_src2;
assign div_result = $signed(alu_src1 / alu_src2);
assign divu_result = alu_src1 / alu_src2;
assign rem_result = $signed(alu_src1 % alu_src2);
assign remu_result = alu_src1 % alu_src2;
assign alu_result = ({WIDTH{op_add|op_sub}} & add_sub_result)
                  | ({WIDTH{op_slt       }} & slt_result)
                  | ({WIDTH{op_sltu      }} & sltu_result)
                  | ({WIDTH{op_and       }} & and_result)
                  | ({WIDTH{op_nor       }} & nor_result)
                  | ({WIDTH{op_or        }} & or_result)
                  | ({WIDTH{op_xor       }} & xor_result)
                  | ({WIDTH{op_lui       }} & lui_result)
                  | ({WIDTH{op_sll       }} & sll_result)
                  | ({WIDTH{op_srl|op_sra}} & sr_result)
                  | ({WIDTH{op_mul       }} & mul_result)
                  | ({WIDTH{op_div       }} & div_result)
                  | ({WIDTH{op_divu      }} & divu_result)
                  | ({WIDTH{op_rem       }} & rem_result)
                  | ({WIDTH{op_remu      }} & remu_result);
endmodule
==> /design/flow/run.sh <==
#!/bin/bash
# OpenROAD 26Q1-2900-gdf79404cd8, Yosys 0.63+post, stock flow scripts
make -C /OpenROAD-flow-scripts/flow DESIGN_CONFIG=/design/flow/config.mk WORK_HOME=/design/flow/orfs finish
==> /design/flow/config.mk <==
export PLATFORM = sky130hd
export DESIGN_NAME = EXEU
export DESIGN_NICKNAME = EXEU
export VERILOG_FILES = /design/flow/design.v
export SDC_FILE = /design/flow/constraint.sdc
export NUM_CORES = 4
export LEC_CHECK = 1
export CORE_UTILIZATION = 40
==> /design/flow/constraint.sdc <==
current_design EXEU

set clk_period 1255.3
set clk_io_pct 0.2

create_clock -name clk0 -period $clk_period

set non_clock_inputs [all_inputs -no_clocks]
set_input_delay [expr $clk_period * $clk_io_pct] -clock clk0 $non_clock_inputs
set_output_delay [expr $clk_period * $clk_io_pct] -clock clk0 [all_outputs]
==> flow_metrics.py <==
# Auto-generated metrics
metrics = {
    "placed_design": {
        "dpl.cell_count": 34400,
        "gp_congestion": 1.15,
        "pre_cts_slack_ns": 523.40,
        "port_buffers": 210,
        "hpwl_um": 1040000,
    },
    "route": {
        "detail_route.wirelength_um": 1260000,
        "dr.pass1.iters": 11,
        "avgRoutedWirePerCell_um": 36.4,
        "vias": 222000,
        "route.met2.wl_um": 496000,
        "met1Wirelength_um": 472000,
        "met3WireLength_um": 178000,
        "drc": 0,
        "post_drt_via_cell_ratio": 6.43,
        "highest_layer": "met5",
        "drtAntennaViolNets": 0,
        "drt_iter0_drc": 23000,
    },
    "final_timing": {
        "hold_violations": 0,
        "setup_viol": 0,
        "fin_ws_ns": 513.77,
        "fmax_ghz": 0.00135,
        "period_used_pct": 59.1,
        "slew_viol_final": 2,
        "fin_setup_tns_ns": 0,
        "worstMarginPinSlew_ns": 1.50,
        "relSlewSlack_pct": -2.60,
        "rsz0062_at_grt": "no",
        "min_period_ns": 741.53,
    },
    "setup_path": {
        "crit_path_start": "op2[51]",
        "path_common_cell": "buf_4",
        "cp_slowest_cell": "or4_1",
        "crit_arrival_ns": 490.47,
        "worstPathRequired_ns": 1004.24,
        "critPathMaxFanout": 50,
        "critPathLaunchType": "primary input",
        "worst_setup_path_end_kind": "output port",
        "max_stage_delay_ns": 1.27,
        "worstSetupPathType": "primary input to output port",
    },
    "die": {
        "die_x_um": 705,
        "die_height_um": 705,
        "core-area_mm2": 0.491,
        "fp-utilization_pct": 40.2,
        "pin_count": 211,
        "rows": 257,
        "dieArea_mm2": 0.497,
    },
    "outcome": {
        "status": "finished with violations",
        "violations": "max-capacitance violations, max-slew violations",
    },
    "yosys": {
        "syn_avg_cell_area_um2": 7.10,
        "postSynthCellCount": 27800,
        "ys_seq_share_pct": 0,
        "synth_stat.cells": 27800,
        "netlist_area_mm2": 0.198,
        "yosys_area_mm2": 0.198,
        "yosys_warnings": 0,
        "yosysUniqueCellTypes": 111,
    },
    "clocking": {
        "post_cts_resize_count": 0,
        "holdBufCountCts": 0,
        "cts_setup_buffers": 0,
    },
    "finish": {
        "area_growth_pct": 7.60,
        "utilization_pct": 43.3,
        "drive_above_1_share_pct": 6.93,
        "final-comb-area_mm2": 0.185,
        "seq_cells": 0,
        "clock_buffers": 0,
        "num-fill-cells": 50800,
        "register_area_um2": 0,
        "fin_cells": 34500,
    },
    "grt": {
        "gr-total-overflow": 0,
        "grt_use_total_pct": 50.9,
        "grt_antenna_before_repair": 223,
        "grt_pass1_wl_um": 1700000,
        "grt_max_degree": 77,
        "grt_pass1_vias": 209000,
    },
    "job": {
        "tool_warnings": 105,
        "cap_viol_max_count": 1,
    },
    "worst_hold_path": {
        "holdPathEnd": "exe_result[58]",
        "hold_path_class": "primary input to output port",
        "hold_start": "alu_op[12]",
        "min_path_cells": 4,
    },
}
placed cells by master (no fill, tap or decap), types with 95 or more instances in the layout:
cell type        netlist  routed
xnor2_1             1175    1175
nor2b_1              310     309
o31ai_1              166     162
nand2_1             4069    4067
nor2_1              2803    2791
a21o_1               897     892
a221oi_1             119     117
and3_1               156     156
or2_2                142     142
fa_1                1833    1833
o211ai_1             232     232
nand2b_1             254     252
inv_1               2372    2335
o22ai_1               96      95
diode_2                0     163
xor2_1               699     699
nand4_1              218     218
and2_1               167     167
o21bai_1             233     232
nor3_1               573     562
o21a_1               465     461
o21ai_0             1488    1481
mux2i_1              349     349
nand3_1              503     503
or3_1                229     229
ha_1                2588    2588
mux2_2               194     194
a31oi_1              322     315
clkdlybuf4s50_1        0     124
a211oi_1             261     255
a21oi_1             2014    1999
buf_4                  3    1143
cells in the mapped netlist, types with 142 or more instances:
| library cell | count | area share [%] |
|---|---|---|
| nand2_1 | 4069 | 7.7 |
| o31ai_1 | 166 | 0.63 |
| o21a_1 | 465 | 1.8 |
| a21o_1 | 897 | 3.4 |
| xnor2_1 | 1175 | 5.2 |
| or2_2 | 142 | 0.45 |
| nand3_1 | 503 | 1.3 |
| buf_1 | 349 | 0.66 |
| mux2_2 | 194 | 1.1 |
| a31oi_1 | 322 | 1.0 |
| o211ai_1 | 232 | 0.88 |
| mux2i_1 | 349 | 1.8 |
| nand2b_1 | 254 | 0.80 |
| ha_1 | 2588 | 16 |
| and3_1 | 156 | 0.49 |
| nor2b_1 | 310 | 0.98 |
| or3_1 | 229 | 0.72 |
| nor3_1 | 573 | 1.5 |
| nand4_1 | 218 | 0.69 |
| nor2_1 | 2803 | 5.3 |
| o21ai_0 | 1488 | 3.8 |
| fa_1 | 1833 | 19 |
| inv_1 | 2372 | 4.5 |
| xor2_1 | 699 | 3.1 |
| a21oi_1 | 2014 | 5.1 |
| clkbuf_1 | 890 | 1.7 |
| o21bai_1 | 233 | 0.89 |
| and2_1 | 167 | 0.53 |
| a211oi_1 | 261 | 0.99 |
kinds of logic (layout without fill, tap and decap cells):
kind of cell / after synthesis / count (layout) / share of synthesized area [%]
simple gates: 9745 / 9745 / 21.7
xor+xnor: 1874 / 1874 / 8.31
other cells: 0 / 163 / 0
buf+inv: 3663 / 3742 / 6.99
fa+ha+maj: 4421 / 4421 / 35.0
mux: 564 / 564 / 3.11
compound gates: 7548 / 7548 / 24.9
worst max-delay path: cells and delay by family:
| family | cells | cell delay (ns) |
|---|---|---|
| AOI/OAI and AO/OA | 389 | 123.57 |
| adders and majority gates | 63 | 20.81 |
| and+or+nand+nor | 184 | 56.92 |
| buffers and inverters | 104 | 32.85 |
| muxes | 7 | 3.22 |
through the flow:
| stage | instance area (µm²) | hold WS [ns] |
|---|---|---|
| final | 213000 | 503.62 |
| after global routing | 212000 | 503.60 |
| after CTS | 212000 | 503.59 |
| after detailed placement | 212000 | 503.59 |
| after global placement | 212000 | 503.58 |
| after floorplan | 198000 | 502.22 |
worst max-delay path by stage:
stage,endpoint,cells past startpoint
final,exe_result[60],747
after global routing,exe_result[60],754
after CTS,exe_result[60],747
per-layer routing:
| metal | up-vias | global-route usage [%] |
|---|---|---|
| li1 | 97500 | - |
| met1 | 108000 | 63.7 |
| met2 | 13500 | 69.0 |
| met3 | 3170 | 24.1 |
| met4 | 204 | 34.3 |
| met5 | - | 6.00 |
area by class of cell:
type / count / share of cell area [%]
diodes: 163 / 0.192
inverters: 2397 / 4.28
multi-input cells: 24200 / 86.8
well taps: 6475 / 3.81
repair buffers: 1345 / 4.93
