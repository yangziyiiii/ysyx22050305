**./design.v**
```verilog
module S011HD1P_X32Y2D128_BW(
    Q, CLK, CEN, WEN, BWEN, A, D
);
parameter Bits = 128;
parameter Word_Depth = 64;
parameter Add_Width = 6;
parameter Wen_Width = 128;
output reg [Bits-1:0] Q;
input                 CLK;
input                 CEN;
input                 WEN;
input [Wen_Width-1:0] BWEN;
input [Add_Width-1:0] A;
input [Bits-1:0]      D;
wire cen  = ~CEN;
wire wen  = ~WEN;
wire [Wen_Width-1:0] bwen = ~BWEN;
reg [Bits-1:0] ram [0:Word_Depth-1];
always @(posedge CLK) begin
    if(cen && wen) begin
        ram[A] <= (D & bwen) | (ram[A] & ~bwen);
    end
    Q <= cen && !wen ? ram[A] : {4{$random}};
end
endmodule
```
**./run.sh**
```bash
#!/bin/bash
# OpenROAD 26Q1-2900-gdf79404cd8, Yosys 0.63+post, stock flow scripts
make -C /OpenROAD-flow-scripts/flow DESIGN_CONFIG=/design/flow/config.mk WORK_HOME=/design/flow/orfs finish
```
**./config.mk**
```make
export PLATFORM = sky130hd
export DESIGN_NAME = S011HD1P_X32Y2D128_BW
export DESIGN_NICKNAME = S011HD1P_X32Y2D128_BW
export VERILOG_FILES = /design/flow/design.v
export SDC_FILE = /design/flow/constraint.sdc
export NUM_CORES = 4
export LEC_CHECK = 1
export CORE_UTILIZATION = 40
export SYNTH_MEMORY_MAX_BITS = 65536
```
**./constraint.sdc**
```tcl
current_design S011HD1P_X32Y2D128_BW

set clk_period 105.2
set clk_io_pct 0.2

create_clock -name clk0 -period $clk_period [get_ports {CLK}]

set non_clock_inputs [all_inputs -no_clocks]
set_input_delay [expr $clk_period * $clk_io_pct] -clock clk0 $non_clock_inputs
set_output_delay [expr $clk_period * $clk_io_pct] -clock clk0 [all_outputs]
```
==> results.toml <==
# synthesis and place-and-route metrics
[run_status]
status = "completed"

[setup_path]
endpoint_kind = "flop"
crit_required_ns = 106.05
cp-start-kind = "input port"
critPathTopFamily = "buffers and inverters"
slowest_stage = "buf_4"
crit_chain = "buf_16, buf_4, buf_4, buf_4, buf_4, buf_4, buf_4, buf_4, or3b_2, a21oi_1, a2111oi_0, nand4_1, nor4b_2, a21oi_4, buf_4"
worstPathMaxFanout = 84
rrSetupSlack_ns = 101.26
critical_path.most_common_cell = "buf_4"
critPathMaxStageDelay_ns = 0.73
arrival_ns = 28.65
path_class = "in -> reg"
path_buffers = 9

[sta]
relSlewSlack = 0.0413
clock.fmax_ghz = 0.0360
fin_crit_ns = 27.79
rsz0062_at_grt = "no"
worst_slew_pin_slew_ns = 1.43
setup_viol = 0
slew_viol_final = 0
finClkSkew_ns = 0.102
holdWs_ns = 0.733
fin_setup_tns_ns = 0
fin_crit_sh = 0.264
hold_viol = 0

[clock_tree]
clk_path_buf_depth = 4
clock.latency.late_pin_ns = 1.22
htree_levels = 6
postCtsSetupBuffers = 0
numClockSinks = 8320
cts_tree = "yes"
path_clk_slew_ns = 0.06
numCtsBuffers = 831
hold_buffers = 0
post_cts.resized_instances = 0
clock-root-buffer = "clkbuf_16"

[synthesis]
synth_warnings = 3
synthCells = 18971
top_area_cell = "edfxtp_1"
synth-main-ff-cell = "edfxtp_1"
yosys-stat-area_sq_um = 323000
syn_area_per_cell_sq_um = 17.0
numSynthFlops = 8320
syn_area_sq_um = 323000
yosysSeqAreaShare = 0.770
top_area_frac = 0.762
top_cells_by_area = "edfxtp_1 76%, a22oi_1 2.9%, mux2i_1 2.6%"
edf_count = 8192
synthArstFlopShare = 0
most_common_cell = "edfxtp_1"
top_cells_by_count = "8192 x edfxtp_1, 1232 x a22oi_1, 971 x clkbuf_1, 854 x mux2i_1, 787 x a21oi_1"
synth_cell_types = 72
ys_cells = 18971

[placement]
hpwl_microns = 595000
gp_congestion = 0.890
port_buffers = 392

[global_route]
track_usage = 0.280
gr-total-overflow = 0
grt_pass1_vias = 196745
grt_start_max_net_pins = 131
antenna_found_initial = 34
grt_pass1_wl_microns = 1470000

[floorplanning]
fp.dieArea_sq_um = 811000
core-area_sq_um = 804000
ios = 393
fp-utilization = 0.402
dieHeight_microns = 900
placementRows = 329
chipWidth_microns = 900

[detailed_routing]
wl_microns = 1060000
drt_iter0_markers = 14518
vias = 189167
wl_per_cell_microns = 33.8
postRouteAntennaNets = 0
drc_errors = 0
avgViaCountPerCell = 6.06
firstDrtPassIters = 8

[power_and_ir_drop]
switchingPower_w = 0.00161
power_density_nw_per_um2 = 19.0
switching_share = 0.228
irDropWorstVdd_mv = 0.0195
pwr-share-seq = 0.530
pwr-share-clk = 0.407
p_leak_nw = 116
finalPower_w = 0.00704
internal_power_w = 0.00543
comb_power_share = 0.063

[worst_hold_path]
hold_class = "reg -> reg"

[layout]
final_core_util = 0.461
drive_above_1_share = 0.167
syn2layout_area_growth_pct = 14.8

[flow_run]
cap_violations = 0
warning_count = 39
==> sequential cells by signal, summed over array words and instances (netlist names) <==
name / cells
Q: 128
ram: 8192
==> placed cells by master (no fill, tap or decap), drive strengths merged, types with 62 or more instances in the layout <==
cell           netlist  layout
nand2              411     411
edfxtp            8192    8192
clkinv               0     375
a221oi             234     234
mux2               407     407
and3               223     223
mux4               121     121
clkbuf             971    1072
nand4               65      65
a2111oi            185     185
dfxtp              128     128
or3b               390     390
o21ai              347     347
a21oi              787     787
nand2b             221     221
nor3                81      81
nor4               134     134
o2bb2ai            117     117
clkdlybuf4s50        0     386
a22o               302     302
a22oi             1232    1232
nor3b              222     222
nand3              455     455
o2111ai             62      62
a211oi             115     115
mux2i              854     854
nand3b             423     423
o22ai              668     668
a221o              115     115
nor2               443     443
buf                515    1009
o211ai             168     168
==> path summary, 6_finish.rpt <==
check                                 start           to  depth (start not counted)
worst max-delay path                   A[2]  ram[48][33]                         15
worst max register to register   ram[18][7]   ram[43][7]                          9
worst min register to register  ram[45][39]        Q[39]                          5
worst min-delay path            ram[45][39]        Q[39]                          5
==> cell type report <==
cell class              instances  area, sq um
clock inverters               465         4120
inverters                       7         46.3
flip-flops and latches       8320       249000
repair buffers               1395        11900
well taps                   10757        13500
clock buffers                1072        21900
diodes                         32         80.1
multi-input cells            9158        70400
fillers                     66763       433000
==> worst min-delay path: stages (launching register included) <==
cell	delay (ns)
edfxtp_1	0.32
a22oi_1	0.08
o211ai_1	0.08
a22o_1	0.14
nor4b_2	0.07
nor2_1	0.10
==> stage by stage <==
| stage | cells | setup WS [ns] | instance area [sq um] |
|---|---|---|---|
| floorplan | 18971 | 76.48 | 323000 |
| global placement | 29637 | 76.65 | 344000 |
| detailed placement | 29637 | 76.48 | 344000 |
| CTS | 31174 | 77.67 | 370000 |
| global route | 31178 | 77.17 | 370000 |
| finish | 31206 | 77.41 | 371000 |
==> power groups by stage <==
stage	Sequential (W)	Clock [W]	Combinational, W
4_1_cts	0.00373	0.00289	0.000443
5_1_grt	0.00373	0.00302	0.000474
6_report	0.00373	0.00286	0.000445
==> logic make-up (layout without fill, tap and decap cells) <==
group / count (synthesis) / in the layout / share of synthesized area
AOI/OAI and AO/OA: 4509 / 4509 / 0.0987
buffers and inverters: 1493 / 2939 / 0.0192
DFF: 8320 / 8320 / 0.770
muxes: 1382 / 1382 / 0.0491
other: 0 / 32 / 0
and+or+nand+nor: 3267 / 3267 / 0.0629
==> layer usage <==
metal / track usage / up-vias / part of all wire
li1: - / 79275 / -
met5: 0.0321 / - / 0.0033
met2: 0.396 / 14159 / 0.45
met4: 0.111 / 96 / 0.052
met3: 0.232 / 2736 / 0.19
met1: 0.311 / 92901 / 0.31
No activity file was given, so power comes from the tool's default toggle rates.
